--- /design/flow/run.sh ---
#!/bin/bash
# OpenROAD 26Q1-2900-gdf79404cd8, Yosys 0.63+post, stock flow scripts
make -C /OpenROAD-flow-scripts/flow DESIGN_CONFIG=/design/flow/config.mk WORK_HOME=/design/flow/orfs finish
--- /design/flow/config.mk ---
export PLATFORM = sky130hd
export DESIGN_NAME = output_mux
export DESIGN_NICKNAME = output_mux
export VERILOG_FILES = /design/flow/design.v
export SDC_FILE = /design/flow/constraint.sdc
export NUM_CORES = 4
export LEC_CHECK = 1
export CORE_AREA = 10 10 70 70
export DIE_AREA = 0 0 80 80
--- /design/flow/constraint.sdc ---
current_design output_mux

set clk_period 1.5
set clk_io_pct 0.2

create_clock -name clk0 -period $clk_period

set non_clock_inputs [all_inputs -no_clocks]
set_input_delay [expr $clk_period * $clk_io_pct] -clock clk0 $non_clock_inputs
set_output_delay [expr $clk_period * $clk_io_pct] -clock clk0 [all_outputs]
--- /design/flow/design.v ---
package packet_pkg;
	parameter int PACKET_WIDTH = 16;
	parameter int ADDR_WIDTH   = 4;
	parameter int DEPTH        = 8;
	parameter int DATA_WIDTH   = 8;
	parameter int NUM_PORTS    = 4 ;
	typedef enum logic [1:0] {IDLE, ROUTE, ARB_WAIT, TRANSMIT} state_t;
	typedef enum logic [1:0] {ERR, SDP, MDP, BDP} p_type;
endpackage
import packet_pkg::*;
module output_mux (
    input logic [($clog2(ADDR_WIDTH) - 1) : 0]  mux_sel,
    input logic [(PACKET_WIDTH - 1) : 0] data_in0,
    input logic [(PACKET_WIDTH - 1) : 0] data_in1,
    input logic [(PACKET_WIDTH - 1) : 0] data_in2,
    input logic [(PACKET_WIDTH - 1) : 0] data_in3,
    input logic arb_active,
    output logic [DATA_WIDTH - 1 : 0] data_out,
    output logic [ADDR_WIDTH - 1 : 0] target_out,  
    output logic [ADDR_WIDTH - 1 : 0] source_out,  
    output logic valid_out        
);
    logic [PACKET_WIDTH - 1 : 0] selected_pkt;
    always_comb begin
        case (mux_sel)
            2'b00: selected_pkt = data_in0;
            2'b01: selected_pkt = data_in1;
            2'b10: selected_pkt = data_in2;
            2'b11: selected_pkt = data_in3;
            default: selected_pkt = '0;
        endcase
        if (arb_active) begin
            valid_out = 1'b1;
            source_out = selected_pkt[ADDR_WIDTH-1 : 0];
            target_out = selected_pkt[(2*ADDR_WIDTH)-1 : ADDR_WIDTH];
            data_out   = selected_pkt[PACKET_WIDTH-1 : (2*ADDR_WIDTH)];
        end else begin
            valid_out  = 1'b0;
            data_out   = '0;
            target_out = '0;
            source_out = '0;
        end
    end
endmodule
==> job_summary.md <==
### Yosys + OpenROAD results

| Metric | Value |
|---|---|
| Startpoint type of the worst setup path | input pin |
| Syn-to-layout area delta | 192.5% |
| Max capacitance violation total | 0 |
| Count of antenna-violating nets left after detailed routing | 0 |
| Cell-internal power | 0.2996 mW |
| Yosys stat area | approximately 530 µm² |
| Core occupancy in the finished layout | about 46% |
| FP Rows | 21 |
| Number of diodes added for antenna fixing | 0 |
| Number of vias per cell after detailed routing | 4.316 |
| Syn Inst Count | between 50 and 60 |
| Residual overflow from global routing | 0 |
| Maximum number of pins on one net before global-route repair | 17 |
| Share of layout cells above drive strength 1 | about a third |
| Weighted congestion reported at the end of routability-driven placement | roughly 0.78 |
| DIE WIDTH | roughly 80 µm |
| Highest fanout seen on the critical path | 1 |
| Final worst hold slack | slightly above 1000 ps |
| Part of the total power dissipated in sequential elements | 0% |
| Wire length after detailed routing | ~3.1 mm |
| Tool warnings | 32 |
| Setup-violating endpoint count in the final report | 0 |
| Fraction of power spent switching nets | roughly 29% |
| IO Count | roughly 84 |
| Critical Setup Path Class | in -> out |
| Post-synthesis instance area | 531.8 µm² |
| Wire length of the first global-routing pass | between 4 and 5 mm |
| Fin crit period | roughly 1400 ps |
| Sort of element at the end of the critical path | output port |
| Flop area | 0 µm² |
| Hpwl dp | between 2 and 3 mm |
| Violation count after the first detailed-route iteration | 14 |
| Final hold vios | 0 |
| Sequential element share of the synthesized area | 0% |
| Post-placement cell count | between 150 and 200 |
| Yosys warning total | 1 |
| Cell count listed in synth_stat.txt | a little under 60 |
| Largest cells by area after synthesis | sky130_fd_sc_hd__mux2i_1 (60%), sky130_fd_sc_hd__o22ai_1 (19%), sky130_fd_sc_hd__buf_12 (7.5%) |
| Total of clock buffers placed in the layout | 0 |
| Pin slew with the least headroom to its limit | a little over 200 ps |
| Vias after detailed routing | 846 |
| Area fraction of the dominant cell type after synthesis | between 60% and 70% |
| Power density of the placed cells | 269.6 nW/µm² |
| Clock Power Share | 0% |
| GR Util All Layers | 9.219% |
| Initial antenna violation count | 0 |
| Cell taking the most area after synthesis | sky130_fd_sc_hd__mux2i_1 |
| Worst ir drop on vdd | 133.8 µV |
| Max-slew violation count | 0 |
| Leakage power | between 0.7 and 0.8 nW |
| Share of the clock period used by the worst path after layout | between 90% and 100% |
| Total Negative Setup Slacks | 0 ps |
| Commonest cells after routing, fill and taps aside | sky130_fd_sc_hd__clkdlybuf4s50_1 (63), sky130_fd_sc_hd__mux2i_1 (30), sky130_fd_sc_hd__buf_2 (14) |
| Gate power share | roughly 100% |
| Worst path arrival time | 1130 ps |
| Fraction of the core area occupied by cells at floorplan | 15.57% |
| Run status | complete, no violations |
| Core footprint | 3416 µm² |
| Total of fill cells in the finished design | roughly 330 |
| Headroom to the max-slew limit | a little under nine tenths |
| Router iterations before antenna repair | 3 |
| Worst min path class | in -> out |
| Avg Cell Area, Syn | around 9 µm² |
| Die Y-Extent | 80 µm |
| Post-synthesis cell type count | 9 |
| Die area | roughly 6400 µm² |
| Maximum clock frequency | roughly 700 MHz |
| Most numerous logic cell after layout | sky130_fd_sc_hd__clkdlybuf4s50_1 |
| Average routed wire per standard cell | approximately 16 µm |
| Unrepaired setup endpoints after global routing | no |
| Post-route DRC violation count | 0 |
| Quantity of I/O buffers inserted on ports | 84 |
| Post-CTS Hold Buffers | 0 |
| Non-filler cells in the finished layout | approximately 200 |
| Number of flip-flops and latches | 0 |
| Number of global-route vias before repair | approximately 900 |
| Required time at the worst-slack endpoint | 1200 ps |
| Switching power total | 0.1197 mW |
cells in the mapped netlist:
cell type and count:
sky130_fd_sc_hd__nand2b_1 1, sky130_fd_sc_hd__buf_8 1, sky130_fd_sc_hd__o22ai_1 16, sky130_fd_sc_hd__buf_6 3, sky130_fd_sc_hd__buf_2 1, sky130_fd_sc_hd__nand2_1 1
sky130_fd_sc_hd__buf_12 2, sky130_fd_sc_hd__mux2i_1 32, sky130_fd_sc_hd__buf_4 1
area by class of cell:
| class | instances | area, µm² | share of cell area [%] |
|---|---|---|---|
| multi-input combinational | 50 | 516.7 | 33.23 |
| tap | 46 | 57.56 | 3.701 |
| timing repair buffer | 100 | 980.9 | 63.07 |
layer usage:
layer	global-route usage, %	vias to the layer above	wire [µm]
met5	0	-	0
met4	0	0	0
met1	11.36	388	1274
met3	2.727	0	249
li1	-	419	-
met2	16.29	39	1578
per-stage QoR:
stage	instance area (µm²)	total power, mW	setup slack (ps)
final	1555	0.4193	66.68
after global routing	1555	0.4531	4.311
after CTS	1526	0.4137	3.666
after detailed placement	1404	0.3853	-543.0
after global placement	1404	0.3845	-535.8
after floorplan	531.8	0.1239	396.6
worst max-delay path: stages:
cell	delay (ps)
sky130_fd_sc_hd__clkdlybuf4s50_1	460
sky130_fd_sc_hd__mux2i_1	90
sky130_fd_sc_hd__o22ai_2	160
sky130_fd_sc_hd__buf_2	120
logic make-up after synthesis:
| group | share of synthesized area, % |
|---|---|
| AOI/OAI and AO/OA | 18.82 |
| muxes | 60.24 |
| and+or+nand+nor | 1.882 |
| buffers and inverters | 19.06 |
power by group through the flow:
stage	Combinational, mW	Clock (mW)	Sequential [mW]
CTS	0.414	0	0
global route	0.453	0	0
finish	0.419	0	0
timing repair:
item	4_1_cts	5_1_grt
cloned	2	0
endpoints found under the setup margin	17	14
resized	65	13
pin swaps	4	8
setup buffers	8	2
worst paths after layout:
kind,startpoint,endpoint,slack [ps],cells past startpoint
setup / recovery,data_in2[13],data_out[5],70,4
hold / removal,mux_sel[1],target_out[3],1030,4
Power figures rest on the tool's default switching activity, not on a simulated workload.
