==> flow/design.v <==
package packet_pkg;
	parameter int PACKET_WIDTH = 16;
	parameter int ADDR_WIDTH   = 4;
	parameter int DEPTH        = 8;
	parameter int DATA_WIDTH   = 8;
	parameter int NUM_PORTS    = 4 ;
	typedef enum logic [1:0] {IDLE, ROUTE, ARB_WAIT, TRANSMIT} state_t;
	typedef enum logic [1:0] {ERR, SDP, MDP, BDP} p_type;
endpackage
import packet_pkg::*;
module fifo(
	input logic rst_n,
	input logic clk,
	input logic [PACKET_WIDTH - 1 : 0] data_in,
	input logic wr_en,
	output logic fifo_full,
	output logic [(PACKET_WIDTH >> 1) - 1 : 0] header_out,
	input logic rd_en,
	output logic [PACKET_WIDTH - 1 : 0] data_out,
	output logic fifo_empty
);
localparam PTR_BWIDTH = $clog2(DEPTH);  
logic [PACKET_WIDTH - 1 : 0] mem [ DEPTH - 1 : 0];
logic [PTR_BWIDTH -1 : 0] wr_ptr, rd_ptr;
logic [PTR_BWIDTH : 0] fifo_count;
 always_comb begin
 	header_out = (!fifo_empty) ? mem[rd_ptr][7:0] : '0; 
 end
always_ff @(posedge clk or negedge rst_n) begin
	if (!rst_n) begin
	wr_ptr     <=  '0;
	rd_ptr     <=  '0;
	fifo_count <=  '0;
	data_out   <=  '0;
 end else begin
	if (wr_en && !fifo_full) begin
		mem[wr_ptr] <= data_in;
		wr_ptr <= wr_ptr + 1'b1;
	end
	if (rd_en && !fifo_empty) begin
		data_out <= mem[rd_ptr];
		rd_ptr <= rd_ptr + 1'b1;
	end
	if (wr_en && !fifo_full && rd_en && !fifo_empty) begin 
				fifo_count <= fifo_count; 
			end else if (wr_en && !fifo_full) begin
				fifo_count <= fifo_count + 1'b1;
			end else if (rd_en && !fifo_empty) begin
				fifo_count <= fifo_count - 1'b1;
			end
 end
end
assign fifo_full  = (fifo_count == DEPTH);
assign fifo_empty = (fifo_count == 0);
endmodule
==> flow/run.sh <==
#!/bin/bash
# OpenROAD 26Q1-2900-gdf79404cd8, Yosys 0.63+post, stock flow scripts
make -C /OpenROAD-flow-scripts/flow DESIGN_CONFIG=/design/flow/config.mk WORK_HOME=/design/flow/orfs finish
==> flow/config.mk <==
export PLATFORM = sky130hd
export DESIGN_NAME = fifo
export DESIGN_NICKNAME = fifo
export VERILOG_FILES = /design/flow/design.v
export SDC_FILE = /design/flow/constraint.sdc
export NUM_CORES = 4
export LEC_CHECK = 1
export CORE_UTILIZATION = 40
==> flow/constraint.sdc <==
current_design fifo

set clk_period 4.3
set clk_io_pct 0.2

create_clock -name clk0 -period $clk_period [get_ports {clk}]

set non_clock_inputs [all_inputs -no_clocks]
set_input_delay [expr $clk_period * $clk_io_pct] -clock clk0 $non_clock_inputs
set_output_delay [expr $clk_period * $clk_io_pct] -clock clk0 [all_outputs]
==> summary.txt <==
Summary of the current implementation state.

- The run finished with clean final reports.
- The final hold violation count recorded for this run is 0.
- The aggregate global routing overflow is 0, for reference.
- The total number of clock tree sinks is 154, for reference.
- Sequential cells were found to cover 73.5% of the synthesized design area.
- STA shows the worst min-delay path finishing at data_out[13].
- On the worst setup and hold paths after CTS, the clock-pin slew comes to 0.06 ns.
- Along the worst hold path, the cell count comes to 2.
- The data arrival at the endpoint of the critical path is 3.07 ns, for reference.
- The timing report gives the worst reg2reg path a setup slack of 1.83 ns.
- Looking at the setup timing report, the critical path kind is flop to output port.
- The most critical setup path has its startpoint at rd_ptr[0].
- Measured along the x axis, the die boundary spans 126 um.
- The total negative slack is 0 ns, for reference.
- The aggregate global-route resource usage is 19.0%, for reference.
- The clock latency on the worst-skew pair is 0.41 ns, for reference.
- The area of the die is between 15,000 and 20,000 sq um, for reference.
- The final cell count without fillers is 640, for reference.
- Per the timing report, the achievable frequency comes out to 255 MHz.
- The first global-routing pass estimated 20,800 um of wire.
- The TritonCTS clock tree is built, for reference.
- The number of iterations in the first detailed-routing pass is 25, for reference.
- Across all stage logs, warnings added up to 33.
- The share of post-route cells with drive strength above 1 is approximately 15%, for reference.
- The initial cell density of the core is 41.6%, for reference.
- The number of max-cap violations is 0, for reference.
- The total routed wirelength is 13,000 um, for reference.
- The total of hold buffers inserted after clock tree synthesis is 0, for reference.
- Post-synthesis, Yosys gives the total cell area as 6110 sq um.
- The vertical extent of the die is 126 um, for reference.
- For reference, the post-synthesis area per instance comes to 16.0 sq um.
- The final layout report lists a filler cell count of 1,157.
- The final setup skew is 0.00605 ns, for reference.
- The count of buffers inserted at the top-level ports is 45, for reference.
- STA puts the critical path data required time at 3.44 ns.
- The final critical-path setup slack is about 0.37 ns, for reference.
- The number of gates resized after CTS was 0.
- TritonRoute reported its final design rule violation total as 0.
- Per the layout area report, the combinational gate area comes to 1510 sq um.
- After detailed routing, the average wire length per cell comes to 20.4 um.
- The worst path in the final design needs a cycle of 3.93 ns, including I/O delays and setup.
- The startpoint class of the critical path is a flop, for reference.
- The end of the worst register-to-register path is fifo_count[3], for reference.
- Per the final report, max-transition violations number 0.
- The type of destination of the critical path is an output port, for reference.
- The H-tree generated during clock tree synthesis spans 4 levels.
- The number of antenna violations at the first check in global routing is 0, for reference.
- Logged for this run, the post-placement worst setup slack is 0.830 ns.
- Once placement completed, the tool counted placed cells totaling 608.
- The highest supply drop recorded on VDD is approximately 350 uV.
- The top-level I/O count is ~46, for reference.
- The synthesis report gives the async set-or-reset register share as 16.9%.
- Counting cells, the worst reg-to-reg path comes to 8.
- In this run the remaining antenna-violating nets after routing total 0.
- The tightest min-delay check is of the flop to flop type.
- The synthesis report lists the most area-consuming cells as edfxtp_1 (63%), dfrtp_1 (11%), mux2_2 (2.9%), ha_1 (2.9%), a221oi_1 (2.3%).
- Per the detail_route report, the via count comes to 3,500.
- Setup repair after global routing left no endpoint under its margin.
- The wire-length estimate of the detail-placed layout is 8030 um.
- The CTS report gives the tree buffer count as 17.
- The number of flops mapped to enable cells by yosys is 128, for reference.
- The remaining max-slew budget at the tightest pin is a little over two fifths, for reference.
- For this run, the number of Yosys warnings is 2.
- The layout overhead on the synthesized area is 22.5%, for reference.
- The total power is about 5.3 mW, for reference.
- Looking at the reg2reg group, the worst path starts from fifo_count[0].
- The flip-flop and latch area is 4490 sq um, for reference.
- For this design, Yosys synthesis ends with a cell count of 382.
- The largest total area in the synthesized netlist belongs to edfxtp_1.
- The post-CTS setup repair buffer count is 0, for reference.
- The report lists the number of standard-cell rows as around 44.
- The synthesized netlist occupies a cell area of ~6000 sq um.
- The via count of the first global-routing pass is 3,760.
- The maximum number of pins on one net before global-route repair is 39, for reference.
- The congestion estimate from routability-driven global placement came to 0.795.
- The fraction of the cycle the final worst path needs is 91.3%, for reference.
- Per the summary, power density relative to cell area is 705 nW/um^2.
- The synthesis stat section lists a flop and latch total of 154.
- Per the finish-stage timing summary, setup violations number 0.
- The synthesized netlist handed to floorplanning was reported with a cell count of 382.
- The number of design-rule violations left by the first detailed-router iteration is ~270, for reference.
- The count of unique library cells instantiated by Yosys is 42, for reference.
- Max fanout on the critical path was recorded as 18.
- The floorplan step defined a core boundary enclosing 14,700 sq um.
- The via density per instance is 5.47, for reference.
- The launch instance of the worst min-delay path is data_out[13], for reference.
- The transition time recorded at the tightest slew-check pin is roughly 0.84 ns.
- The reported leakage power is 2.72 nW, for reference.
- Summed over its instances, the top area cell type makes up 62.9% of the synthesized netlist area.
- The routed design ends up with an antenna cell count of 0.
- The clock tree root driver cell is clkbuf_16, for reference.
- The most common flop cell mapped by yosys is edfxtp_1, for reference.
- In this run the deepest clock path goes through 2 buffers.
[per-layer routing]
layer / vias up / wire length (um) / global-route usage, %
li1: 1631 / - / -
met1: 1719 / 5610 / 29.4
met2: 139 / 6160 / 28.4
met3: 11 / 1090 / 7.53
met4: 0 / 162 / 2.94
met5: - / 0 / 0.310
[cells in the mapped netlist, types with 11 or more instances]
library cell / count
edfxtp_1: 128
dfrtp_1: 26
nand2_1: 23
a221oi_1: 16
mux2_2: 16
nor2_1: 16
o31ai_1: 16
clkbuf_1: 15
ha_1: 14
a22o_1: 12
and3_1: 11
nor3_1: 11
[through the flow]
| step | utilization, % | hold WS, ns | instance area, sq um |
|---|---|---|---|
| after global routing | 51.0 | 0.511 | 7490 |
| after detailed placement | 46.6 | 0.467 | 6860 |
| after floorplan | - | 0.424 | 6110 |
| after global placement | 46.6 | 0.468 | 6860 |
| after CTS | 51.0 | 0.486 | 7490 |
| final | 51.0 | 0.480 | 7490 |
[cell families after synthesis]
kind of cell / synth area share (%)
fa+ha+maj: 3.19
mux: 3.54
simple gates: 6.79
buf+inv: 1.99
flops: 73.5
compound gates: 10.3
xor+xnor: 0.716
[where the power goes]
group	total, mW	switching [mW]	internal, mW
combinational	1.72	0.849	0.871
clock	1.58	0.555	1.02
sequential	1.98	0.140	1.84
total	5.28	1.54	3.73
[layout by cell type, fill, tap and decap left out, types with 14 or more instances in the layout]
cell type and count:
a221oi_1 16, buf_4 19, clkbuf_16 17, clkdlybuf4s50_1 45, dfrtp_1 26, edfxtp_1 128, ha_1 14, mux2_2 16
nand2_1 23, nor2_1 16, o31ai_1 16
[worst max path at each step]
stage              endpoint  slack [ns]  cells after the start
finish        header_out[2]        0.37                      8
CTS           header_out[2]        0.37                      8
global route  header_out[2]        0.26                      8
[state kept, by name, indices dropped and copies added, names as in the netlist]
name,flops
mem,128
fifo_count,4
data_out,16
rd_ptr,3
wr_ptr,3
[worst max-delay path, stage by stage, from the launching register on]
cell	delay, ns
dfrtp_1	0.42
inv_1	0.10
ha_1	0.45
and2_1	0.42
nand2b_1	0.18
buf_4	0.28
nor2_1	0.09
nor3_1	0.20
clkdlybuf4s50_1	0.51
[layout make-up]
type                    count  area share, %
flip-flops and latches    154           60.0
inverters                   9          0.451
repair buffers             64           7.92
well taps                 184           3.07
multi-input cells         197           20.1
clock buffers              19           5.78
clock inverters            13           2.67
Power and IR drop assume default switching activity.
